### design/flow/config.mk
export PLATFORM = sky130hd
export DESIGN_NAME = FourB_CounterUpC
export DESIGN_NICKNAME = FourB_CounterUpC
export VERILOG_FILES = /design/flow/design.v
export SDC_FILE = /design/flow/constraint.sdc
export NUM_CORES = 4
export LEC_CHECK = 1
export CORE_AREA = 10 10 70 70
export DIE_AREA = 0 0 80 80
### design/flow/constraint.sdc
current_design FourB_CounterUpC

set clk_period 1.0
set clk_io_pct 0.2

create_clock -name clk0 -period $clk_period [get_ports {clk}]

set non_clock_inputs [all_inputs -no_clocks]
set_input_delay [expr $clk_period * $clk_io_pct] -clock clk0 $non_clock_inputs
set_output_delay [expr $clk_period * $clk_io_pct] -clock clk0 [all_outputs]
### design/flow/design.v
module FourB_CounterUpC (clk,clr,q);
input        clk,clr;
output [3:0] q;
reg    [3:0] temp;
always @(posedge clk or posedge clr) begin
  if (clr)
     temp <= 4'b0000;
  else
     temp <= temp + 1'b1;
end
assign q = temp;
endmodule 
module FourB_CounterDownS (clk,s,q);
input        clk,s;
output [3:0] q; 
reg    [3:0] temp; 
always @(posedge clk) begin
  if (s)
     temp <= 4'b1111;
  else
     temp <= temp - 1'b1;
end
assign q = temp;
endmodule
module FourB_CounterUpLPI (clk,load,d,q);
input       clk,load;
input  [3:0] d;
output [3:0] q;
reg    [3:0] temp;
always @(posedge clk or posedge load) begin
  if (load)
     temp <= d;
  else
     temp <= temp + 1'b1;
end
assign q = temp;
endmodule
module FourB_CounterUpL (clk, sload, q);
input        clk,sload;
output [3:0] q;
reg    [3:0] temp;
always @(posedge clk) begin
  if (sload)
     temp <= 4'b1010;
  else
     temp <= temp + 1'b1;
end
assign q = temp;
endmodule
module FourB_CounterUpCe (clk,clr,ce,q);
input        clk,clr,ce;
output [3:0] q;
reg    [3:0] temp;
always @(posedge clk or posedge clr) begin
  if (clr)
     temp <= 4'b0000;
  else if (ce)
     temp <= temp + 1'b1;
end
assign q = temp;
endmodule
### design/flow/run.sh
#!/bin/bash
# OpenROAD 26Q1-2900-gdf79404cd8, Yosys 0.63+post, stock flow scripts
make -C /OpenROAD-flow-scripts/flow DESIGN_CONFIG=/design/flow/config.mk WORK_HOME=/design/flow/orfs finish
==> flow_metrics.tcl <==
# collected from the flow reports
set metrics [dict create \
    status "completed" \
    max-vdd-ir-drop_mv 0.2761 \
    clkSinkCount 4 \
    grt_start_max_net_pins 5 \
    top_area_cell "sky130_fd_sc_hd__dfrtp_1" \
    timing.critical_path.max_delay_family "flip-flops" \
    place_hpwl_um 304.1 \
    drt_iter0_drc 3 \
    crit_cells 3 \
    rr_worst_depth 3 \
    max_cap_violations 0 \
    grt.total_usage 0.01623 \
    wl_per_cell_um 6.114 \
    number_of_distinct_library_cell_variants_in_the_gate_level_netlist_after_synthesis 6 \
    path_class "reg -> reg" \
    critical_path.n_buffers_inverters 1 \
    timing.critical_path.slowest_stage_cell "sky130_fd_sc_hd__dfrtp_1" \
    setup_viol 0 \
    path_clk_slew_ns 0.04 \
    seq_area_um2 100.1 \
    critPathArrivalTime_ns 1.07 \
    initial_utilization 0.04176 \
    timing.critical_path.to_type "register" \
    first_global_vias 147 \
    drcViolationCount 0 \
    synth_area_um2 142.6 \
    largest_reg_flops 4 \
    area_added_between_synthesis_and_finish_pct 110.5 \
    power.density_nw_per_um2 1235 \
    period_needed_ns 0.9424 \
    clock.latency.late_pin_ns 0.24 \
    num_antenna_cells 0 \
    ys_cells 10 \
    wirelength_um 428 \
    ys_chip_area_um2 142.6 \
    dpl_worst_slack_ns -0.09181 \
    portBuffers 5 \
    netlist.area_leader.share 0.7018 \
    ys_top_cells_by_area "sky130_fd_sc_hd__dfrtp_1 70%, sky130_fd_sc_hd__ha_1 8.8%, sky130_fd_sc_hd__xnor2_1 6.1%, sky130_fd_sc_hd__xor2_1 6.1%, sky130_fd_sc_hd__inv_1 5.3%" \
    gp_congestion 0.6309 \
    drive_above_1_share 0.5833 \
    timing_hold_violations_final 0 \
    netlist.top_cell.by_instances "sky130_fd_sc_hd__dfrtp_1" \
    drt.antenna.violating_nets 0 \
    warning_count 26 \
    h_tree_depth 1 \
    dieArea_um2 6400 \
    grt_first_pass_wirelength_um 690 \
    cp_max_fo 3 \
    total_power_uw 370.9 \
    yosys-top-cells-count "4 x sky130_fd_sc_hd__dfrtp_1, 2 x sky130_fd_sc_hd__inv_1" \
    cell_area_after_layout_um2 300.3 \
    top_regs "temp (4)" \
    crit_path_cell_trace "buf_4 -> ha_2 -> xor2_1" \
    fin_crit_sh 0.9424 \
    worst_hold_path_type "in -> async" \
    tightest_slew_ns 0.1391 \
    fin_ws_ns 0.05758 \
    slowest_delay_ns 0.38 \
    core_area_um2 3416 \
    grt_overflow 0 \
    cts_hold_buffers 0 \
    hold_ws_ns 0.1491 \
    tritoncts_clock_tree "done" \
    dpl_cell_area_um2 272.8 \
    synth.yosys.warnings 1 \
    placement_rows 21 \
    cellLeakagePower_uw 0.0001526 \
    final_max_slew_viol_count 0 \
    antenna_found_initial 0 \
    ys.flop_type "sky130_fd_sc_hd__dfrtp_1" \
    cts_max_path_buffers 2 \
    finClkSkew_ns 0.004067 \
    syn_inst 10 \
    firstDrtPassIters 2 \
    asyncSetResetFlopFracSynth 1.000 \
    viasPerCell 1.700 \
    rsz0062_at_grt "false" \
    io_pins 6 \
    logic_area_um2 37.54 \
    max_flop_register "temp" \
    dieWidth_um 80 \
    syn_area_per_cell_um2 14.26 \
    maximum_frequency_from_static_timing_analysis_mhz 1061 \
    final.fill_count 408 \
    synth_flop_count 4 \
    vias_post_dr 119 \
    setup.worst_path.start_class "register" \
    max-slew-margin-rel 0.9071 \
    cell_at_the_root_of_the_clock_tree "sky130_fd_sc_hd__clkbuf_4" \
    seq_area_frac_synth 0.7018 \
    worstPathRequired_ns 1.12 \
    number_of_enable_flip_flop_cells 0 \
    cts-buffers-inserted 3 \
    chipHeight_um 80 \
]
## final cells by class
cell class                      count  share of cell area
Clock buffer                        3             0.07500
Inverter                            2             0.02500
Multi-Input combinational cell      4              0.1250
Sequential cell                     4              0.3333
Tap cell                           46              0.1917
Timing Repair Buffer               11              0.2500
## metrics by stage
step	utilization	TNS, ns	cells
floorplan	-	0	10
global placement	0.07985	-0.1171	64
detailed placement	0.07985	-0.1294	64
CTS	0.09158	-0.02668	70
global route	0.08791	0	70
finish	0.08791	0	70
## path summary, 6_finish.rpt
| check | slack [ns] | endpoint | from |
|---|---|---|---|
| hold / removal | 0.15 | temp[2] | clr |
| setup / recovery | 0.06 | temp[2] | temp[0] |
| setup reg to reg | 0.06 | temp[2] | temp[0] |
| max in group asynchronous | 0.71 | temp[1] | clr |
| min in group clk0 | 0.55 | temp[0] | temp[0] |
| hold reg to reg | 0.55 | temp[0] | temp[0] |
## logic make-up (layout without fill, tap and decap cells)
kind of cell	count (synthesis)	count (layout)	synth area share
flip-flops	4	4	0.7018
buffers and inverters	2	16	0.05265
XOR/XNOR	2	2	0.1228
adder cells (fa/ha/maj)	1	1	0.08771
AND/OR/NAND/NOR	1	1	0.03505
## worst register-to-register path, cell delays in order (launching register included)
cell and delay [ns]:
sky130_fd_sc_hd__dfrtp_1 0.38, sky130_fd_sc_hd__buf_4 0.15, sky130_fd_sc_hd__ha_2 0.18, sky130_fd_sc_hd__xor2_1 0.13
## timing repair
item | in CTS | in global routing
pin swaps | 0 | 0
endpoints found under the setup margin | 4 | 4
buffers inserted | 3 | 0
gates resized | 10 | 4
## cell usage in the layout, fill, tap and decap left out
master / Yosys / layout
sky130_fd_sc_hd__xor2_1: 1 / 1
sky130_fd_sc_hd__ha_2: 0 / 1
sky130_fd_sc_hd__nand3_1: 1 / 1
sky130_fd_sc_hd__inv_1: 2 / 2
sky130_fd_sc_hd__xnor2_1: 1 / 1
sky130_fd_sc_hd__buf_2: 0 / 1
sky130_fd_sc_hd__clkbuf_4: 0 / 3
sky130_fd_sc_hd__clkbuf_2: 0 / 3
sky130_fd_sc_hd__clkdlybuf4s50_1: 0 / 1
sky130_fd_sc_hd__dfrtp_1: 4 / 4
sky130_fd_sc_hd__buf_4: 0 / 6
## where the power goes
part / leakage [uW] / switching [uW] / internal, uW
clock: 0.0000138 / 67.0 / 134
combinational: 0.0000822 / 3.19 / 3.67
sequential: 0.0000566 / 0 / 163
## routing by layer
metal | vias to the layer above | GRT usage | share of wire
met5 | - | 0 | 0
met2 | 8 | 0.01124 | 0.22
met4 | 0 | 0.003521 | 0
li1 | 59 | - | -
met1 | 52 | 0.01467 | 0.38
met3 | 0 | 0.03636 | 0.40
Power and IR drop assume default switching activity.
